`flow/config.mk`:
```
export PLATFORM = sky130hd
export DESIGN_NAME = USR
export DESIGN_NICKNAME = USR
export VERILOG_FILES = /design/flow/design.v
export SDC_FILE = /design/flow/constraint.sdc
export NUM_CORES = 4
export LEC_CHECK = 1
export CORE_AREA = 10 10 70 70
export DIE_AREA = 0 0 80 80
```
`flow/constraint.sdc`:
```
current_design USR

set clk_period 1.0
set clk_io_pct 0.2

create_clock -name clk0 -period $clk_period [get_ports {clk}]

set non_clock_inputs [all_inputs -no_clocks]
set_input_delay [expr $clk_period * $clk_io_pct] -clock clk0 $non_clock_inputs
set_output_delay [expr $clk_period * $clk_io_pct] -clock clk0 [all_outputs]
```
`flow/design.v`:
```
module mux(out,s0,s1,i0,i1,i2,i3);
    input s1,s0,i0,i1,i2,i3;
    output reg out;
  always @ (*)
    begin 
      case({s0,s1})
        2'b00: out=i0;
        2'b00: out=i0;
        2'b00: out=i0;
        2'b00: out=i0;
      endcase
    end
endmodule
module dff(q,din,clk,clear);
  input din,clk,clear;
  output reg q;
  always @ (posedge clk)
      begin 
        if(clear ==1)
          q<=1'b0;
        else
          q<=din;
      end
endmodule
module USR(out,in,s,clk,reset,sir,sil);
  input [3:0] in;
  input [1:0] s;
  input clk;
  input reset,sil,sir;
  output [3:0] out;
  wire [3:0]w;
  mux m0(w[0],s[1],s[0],in[0],sil,out[1],out[0]);
  mux m1(w[1],s[1],s[0],in[1],out[0],out[2],out[1]);
  mux m2(w[2],s[1],s[0],in[2],out[1],out[3],out[2]);
  mux m3(w[3],s[1],s[0],in[3],out[2],sir,out[3]);
  dff d0(out[0],w[0],clk,reset);
  dff d1(out[1],w[1],clk,reset);
  dff d2(out[2],w[2],clk,reset);
  dff d3(out[3],w[3],clk,reset);
endmodule  
module usr_shift(input clk, input rst, input[1:0]s,input [3:0]din,input sin, output reg [3:0]q);
  always @ (posedge clk, posedge rst)
    begin
      if (rst)
        q<=4'b0000;
      else if (s==2'b01)  
        q<={sin,q[2:0]};
      else if (s==2'b10)  
        q<={q[3:1],sin};
      else if (s==2'b11)
        q<=din;
    end
endmodule
```
`flow/run.sh`:
```
#!/bin/bash
# OpenROAD 26Q1-2900-gdf79404cd8, Yosys 0.63+post, stock flow scripts
make -C /OpenROAD-flow-scripts/flow DESIGN_CONFIG=/design/flow/config.mk WORK_HOME=/design/flow/orfs finish
```
==> qor.txt <==
Rel. slew slack = 91.56%
Num CTS Buffers = 3
Seq cells post-synth = 8
first-pass GRT wire length = 724 um
internal power = 349.7 uW
Iter 0 DRT Violations = 0
GRT Total Usage = 1.534%
critical path buffer and inverter count = 1
Slew @ Worst Pin = 126.1 ps
max incr delay on CP = 290 ps
Hold WC Path Type = input pin to register
sequential cell area = 140.1 um^2
and-or/or-and share of the synthesized area = 0%
Yosys warning count = 2
endpoints left unconstrained = 4
Setup crit start kind = register
post-synthesis area per instance = 11.85 um^2
Ant. Diodes = 0
Initial DRT Pass Iterations = 1
Core Area = 3416 um^2
Fillers = 409
post-synthesis mux area share = 0%
critical path's top delay family = flip-flops
crit-path max FO = 1
initial antenna violation count = 0
Die Ht = 80 um
H-tree depth = 1
Main logic family = simple AND/OR/NAND/NOR gates
gpl congestion = 0.6643
Hold Crit Start = reset
Final Max Slew Viols = 0
Cell Type Count = 5
Max Cap Violations = 0
Worst setup EP type = output pin
Gate Area = 31.28 um^2
largest net degree at the start of global routing = 5
Clk pwr share = 46.3%
register pins left without a clock = 4
Residual DRC = 0
row count = 21
Chip Width = 80 um
ys cells = 17
Final setup viols = 0
fmax = 1051 MHz
vias per inst = 1.767
Clock Root Buffer = clkbuf_4
Switching Share = 17.44%
routed wire length = 452 um
Clock Pin Slew Worst Setup and Hold Paths = 30 ps
overflow left after global routing = 0
share of cells above drive strength 1 = 11.11%
PwrDens = 1188 nW/um^2
CP required = 800 ps
Fin Setup TNS = 0 ps
Clock Tree Buf Depth = 2
TritonCTS clock tree = yes
yosys simple share = 15.53%
Post-DRT Antenna Nets = 0
Worst VDD drop = 265.5 uV
Vias = 129
Yosys Chip Area = 201.4 um^2
Worst Hold Slack = 581.2 ps
unrepaired setup endpoints after global routing = false
IO Port Bufs = 11
IO Pins = 14
vias in the first global route = 157
leakage power = 0.0001447 uW
pre-CTS setup slack = 39.01 ps
status = completed
area of the mapped netlist = 201.4 um^2
Init Core Util = 5.897%
XOR/XNOR Fraction of Synth Area = 0%
instance tally after logic synthesis = 17
drt wl/cell = 6.192 um
Adder Area Share = 0%
Tool Warnings = 27
Psw = 73.89 uW
total setup buffers inserted after CTS = 0
die area = 6400 um^2
Critical Path Source = d2.q$_SDFF_PP0_
crit-path cells = dlygate4sd2_1
minimum clock period = 951.7 ps
post-route setup slack = 48.26 ps
area growth from synthesis to layout = 77.02%
Logic pwr share = 10.2%
Final Hold Viols = 0
sequential share of power = 43.6%
CP Class = register to output pin
arrival time at the worst endpoint = 750 ps
crit share post-route = 95.17%
Slowest cell on crit path = dfxtp_1
==> state kept, by name (all words and copies together) (netlist names) <==
| name | cells |
|---|---|
| m1.out | 1 |
| d0.q | 1 |
| m3.out | 1 |
| d3.q | 1 |
| m0.out | 1 |
| d1.q | 1 |
| m2.out | 1 |
| d2.q | 1 |
==> what timing repair did <==
action,in CTS,in global routing
resized,4,0
hold buffers,0,0
setup endpoints to repair,4,0
==> placed cells by master (no fill, tap or decap) <==
cell type,Yosys,layout
nor2b_1,4,4
dfxtp_1,4,4
dlxtn_1,4,4
dlygate4sd2_1,0,4
or2_1,1,1
clkbuf_4,0,3
clkdlybuf4s50_1,0,7
==> final timing paths <==
check	slack (ps)	end	cells past startpoint
setup / recovery	50	out[2]	1
hold / removal	580	d2.q$_SDFF_PP0_	2
==> logic make-up after synthesis <==
logic type | count (synthesis)
buffers and inverters | 4
latches | 4
and+or+nand+nor | 5
DFF | 4
==> through the flow <==
step	power [uW]	utilization, %	area [um^2]	cells
global route	454.1	10.44	356.6	73
detailed placement	236.1	9.927	339.1	70
global placement	235.4	9.927	339.1	70
floorplan	200.7	-	201.4	17
finish	423.6	10.44	356.6	73
CTS	433.3	10.44	356.6	73
==> cells in the mapped netlist <==
| cell type | count | area (um^2) |
|---|---|---|
| dlxtn_1 | 4 | 60.06 |
| nor2b_1 | 4 | 25.02 |
| buf_4 | 4 | 30.03 |
| dfxtp_1 | 4 | 80.08 |
| or2_1 | 1 | 6.260 |
==> per-layer routing <==
| layer | up-vias | global-route usage [%] | wire length [um] |
|---|---|---|---|
| met2 | 13 | 1.204 | 84 |
| met4 | 0 | 0.3521 | 5 |
| met5 | - | 0 | 0 |
| li1 | 68 | - | - |
| met3 | 2 | 2.614 | 146 |
| met1 | 46 | 1.747 | 216 |
==> cell type report <==
type / instances / share of cell area (%)
Sequential cell: 8 / 39.30
Clock buffer: 3 / 6.316
Multi-Input combinational cell: 5 / 8.772
Timing Repair Buffer: 11 / 29.47
Tap cell: 46 / 16.14
==> power groups by stage <==
stage,clock network (uW),registers (uW),logic [uW]
finish,196,185,43.1
global route,220,186,48.1
CTS,205,185,43.7
Power figures rest on the tool's default switching activity, not on a simulated workload.
